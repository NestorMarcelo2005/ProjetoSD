==> flow/design.v <==
`timescale 1ns / 1ps
module Binary_To_BCD(
			CLK,
			RST,
			START,
			BIN,
			BCDOUT
	);
			input CLK;						 
			input RST;						 
			input START;					 
			input [15:0] BIN;				 
			output [15:0] BCDOUT;		 
			reg [15:0] BCDOUT = 16'h0000;		 
			reg [4:0] shiftCount = 5'd0;	    
			reg [31:0] tmpSR;						 
			reg [2:0] STATE = Idle;				 
			parameter [2:0] Idle = 3'b000,
								 Init = 3'b001,
								 Shift = 3'b011,
								 Check = 3'b010,
								 Done = 3'b110;
			always @(posedge CLK) begin
					if(RST == 1'b1) begin
							BCDOUT <= 16'h0000;
							tmpSR <= 31'h00000000;
							STATE <= Idle;
					end
					else begin
							case (STATE)
									Idle : begin
											BCDOUT <= BCDOUT;								 	 
											tmpSR <= 32'h00000000;							 
											if(START == 1'b1) begin
													STATE <= Init;
											end
											else begin
													STATE <= Idle;
											end
									end
									Init : begin
											BCDOUT <= BCDOUT;									 
											tmpSR <= {16'b0000000000000000, BIN};	    
											STATE <= Shift;
									end
									Shift : begin
											BCDOUT <= BCDOUT;							 
											tmpSR <= {tmpSR[30:0], 1'b0};			 
											shiftCount <= shiftCount + 1'b1;		 
											STATE <= Check;							 
									end
									Check : begin
											BCDOUT <= BCDOUT;							 
											if(shiftCount != 5'd16) begin
													if(tmpSR[31:28] >= 3'd5) begin
															tmpSR[31:28] <= tmpSR[31:28] + 2'd3;
													end
													if(tmpSR[27:24] >= 3'd5) begin
															tmpSR[27:24] <= tmpSR[27:24] + 2'd3;
													end
													if(tmpSR[23:20] >= 3'd5) begin
															tmpSR[23:20] <= tmpSR[23:20] + 2'd3;
													end
													if(tmpSR[19:16] >= 3'd5) begin
															tmpSR[19:16] <= tmpSR[19:16] + 2'd3;
													end
													STATE <= Shift;	 
											end
											else begin
													STATE <= Done;
											end
									end
									Done : begin
											BCDOUT <= tmpSR[31:16];	 
											tmpSR <= 32'h00000000;	 
											shiftCount <= 5'b00000;  
											STATE <= Idle;
									end
							endcase
					end
			end
endmodule
==> flow/run.sh <==
#!/bin/bash
# OpenROAD 26Q1-2900-gdf79404cd8, Yosys 0.63+post, stock flow scripts
make -C /OpenROAD-flow-scripts/flow DESIGN_CONFIG=/design/flow/config.mk WORK_HOME=/design/flow/orfs finish
==> flow/config.mk <==
export PLATFORM = sky130hd
export DESIGN_NAME = Binary_To_BCD
export DESIGN_NICKNAME = Binary_To_BCD
export VERILOG_FILES = /design/flow/design.v
export SDC_FILE = /design/flow/constraint.sdc
export NUM_CORES = 4
export LEC_CHECK = 1
export CORE_UTILIZATION = 30
==> flow/constraint.sdc <==
current_design Binary_To_BCD

set clk_period 3.1
set clk_io_pct 0.2

create_clock -name clk0 -period $clk_period [get_ports {CLK}]

set non_clock_inputs [all_inputs -no_clocks]
set_input_delay [expr $clk_period * $clk_io_pct] -clock clk0 $non_clock_inputs
set_output_delay [expr $clk_period * $clk_io_pct] -clock clk0 [all_outputs]
==> impl_metrics.json <==
{
  "run_status": "complete, no violations",
  "maxSlewViolCount": 0,
  "async_reset_ff_frac": 0,
  "grt_overflow": 0,
  "drtAntennaViolNets": 0,
  "portBuffers": 34,
  "routabilityCongestion": 0.829,
  "antenna_found_initial": 0,
  "fin_area_mm2": 0.00347,
  "ys.flops": 56,
  "core_area_mm2": 0.00973,
  "common_cells": "nand2_1 (55), dfxtp_1 (51), o21ai_0 (32), a21oi_1 (23), inv_1 (15)",
  "post_cts_buffers": 0,
  "rsz0062_at_grt": "no",
  "fin_setup_tns_ps": 0,
  "syn_area_mm2": 0.00299,
  "ctsResizeCount": 0,
  "yosys_area_mm2": 0.00299,
  "ctsLongestPathBuffers": 2,
  "die-area_mm2": 0.0104,
  "die_x_um": 102,
  "hold_viol": 0,
  "dpl_cell_area_mm2": 0.00338,
  "path_clk_slew_ps": 100,
  "root_buffer": "clkbuf_8",
  "layout_min_cycle_time_ps": 2130,
  "drt_wl_total_mm": 6.58,
  "fmax_ghz": 0.469,
  "yosysTopAreaCellShare": 0.341,
  "grt_max_degree": 36,
  "avgViaCountPerCell": 5.20,
  "end_kind": "register",
  "criticalPathCategory": "register to register",
  "powerDensity_mw_per_mm2": 429,
  "period_used_share": 0.688,
  "leakagePower_uw": 0.00115,
  "synth_area_leader_cell": "dfxtp_1",
  "drc": 0,
  "ir_drop_mv": 0.206,
  "cp.required_ps": 3050,
  "syn_to_final_growth_pct": 16.0,
  "hold_path.class": "register to register",
  "ys_seq_frac": 0.391,
  "avgSynthCellArea_um2": 8.85,
  "h-tree-depth": 2,
  "cp-start-kind": "register",
  "dp_hpwl_mm": 4.25,
  "maxCapViolations": 0,
  "synth_top_cell_by_count": "nand2_1",
  "firstDrtPassIters": 4,
  "setup_viol": 0,
  "tool_warnings": 30,
  "first_global_vias": 2423,
  "cts_tree": "built",
  "grtUsageTotal": 0.134,
  "flop_cell": "dfxtp_1",
  "grt_pass1_wl_mm": 11.1,
  "core_util_floorplan": 0.307,
  "yosysCellCount": 338,
  "cp_data_arrival_time_ps": 2090,
  "vias": 2554,
  "antenna_cells": 0,
  "edf_count": 5,
  "drt_iter0_markers": 101,
  "cts_buffers": 5,
  "postSynthCellCount": 338,
  "fin_skew_ps": 9.93,
  "cts_hold_buf": 0,
  "clock_latency_ps": 300,
  "num-fill-cells": 1027,
  "rows": 36,
  "io_pins": 35,
  "drive_above_1_share": 0.103,
  "maxSlewHeadroom": 0.494,
  "tightest_slew_ps": 757,
  "cts.sinks": 56,
  "yosysUniqueCellTypes": 50,
  "yosys_warnings": 1,
  "die_h_um": 102,
  "wl_per_cell_um": 13.4,
  "cp_max_fo": 20,
  "power_uw": 1490,
  "topCellsByArea": "dfxtp_1 (34%), nand2_1 (6.9%), o21ai_0 (5.4%)"
}
==> final cells by class <==
cell class,count,area [µm²],share of cell area
inverters,16,60.1,0.0173
multi-input cells,239,1610,0.464
clock buffers,8,90.1,0.0260
repair buffers,39,373,0.107
well taps,133,166,0.0479
flip-flops and latches,56,1170,0.337
==> worst max-delay path, cell delays in order, from the launching register on <==
cell and delay [ps]:
dfxtp_1 810, nand2b_1 460, a21oi_1 510
==> registers in the layout, indices dropped and copies added, names as in the netlist <==
signal,count
tmpSR,32
BCDOUT,16
STATE,3
shiftCount,5
==> report_power, final <==
| group | switching [µW] | leakage (µW) | internal [µW] | total [µW] |
|---|---|---|---|---|
| logic | 157 | 0.000641 | 126 | 283 |
| clock network | 225 | 0.0000455 | 183 | 408 |
| registers | 35.5 | 0.000460 | 762 | 798 |
| total | 418 | 0.00115 | 1070 | 1490 |
==> cell families (layout without fill, tap and decap cells) <==
group | count (synthesis) | after routing | share of synthesized area
multiplexers | 2 | 2 | 0.00711
AND/OR/NAND/NOR | 105 | 105 | 0.184
adder cells (fa/ha/maj) | 10 | 10 | 0.0418
AND-OR/OR-AND | 119 | 119 | 0.297
buffers and inverters | 43 | 63 | 0.0703
flip-flops | 56 | 56 | 0.391
XOR/XNOR | 3 | 3 | 0.00878
==> per-stage QoR <==
| step | cells | hold slack (ps) | util | setup slack (ps) |
|---|---|---|---|---|
| after floorplan | 338 | 422 | - | 1350 |
| after global placement | 483 | 443 | 0.347 | 1040 |
| after detailed placement | 483 | 447 | 0.347 | 1010 |
| after CTS | 491 | 460 | 0.357 | 980 |
| after global routing | 491 | 474 | 0.357 | 793 |
| final | 491 | 459 | 0.357 | 967 |
==> final timing paths <==
kind / from / endpoint / slack, ps / cells past startpoint
setup / recovery: STATE[2] / shiftCount[1] / 970 / 2
hold / removal: BCDOUT[15] / BCDOUT[15] / 460 / 2
setup reg to reg: STATE[2] / shiftCount[1] / 970 / 2
hold reg to reg: BCDOUT[15] / BCDOUT[15] / 460 / 2
==> routing by layer <==
metal / vias up / share of wire / global-route usage
met5: - / 0 / 0
met1: 1204 / 0.48 / 0.195
met3: 7 / 0.047 / 0.0195
met2: 64 / 0.46 / 0.218
met4: 0 / 0.012 / 0.0231
li1: 1279 / - / -
==> placed cells by master, fill, tap and decap left out, types with 2 or more instances in the layout <==
cell type / synthesis / layout
o31ai_1: 8 / 8
ha_1: 10 / 10
o32ai_1: 4 / 4
edfxtp_1: 5 / 5
inv_1: 15 / 15
a2111oi_0: 4 / 4
a221oi_1: 14 / 14
buf_4: 3 / 5
a211oi_2: 4 / 4
a32oi_1: 4 / 4
o22ai_1: 9 / 9
nand2b_1: 6 / 6
nor3_1: 4 / 4
o21ai_0: 32 / 32
xor2_1: 2 / 2
clkdlybuf4s50_1: 0 / 33
a21oi_1: 23 / 23
dfxtp_1: 51 / 51
or4_1: 4 / 4
or3_4: 2 / 2
nor4_2: 4 / 4
clkbuf_1: 13 / 2
and2_1: 2 / 2
clkbuf_8: 0 / 6
or3_1: 2 / 2
nand3_1: 2 / 2
nand2_1: 55 / 55
nor2_1: 13 / 13
a2111oi_2: 3 / 3
nor2_4: 2 / 2
o211a_1: 4 / 4
nor2b_1: 4 / 4
o32ai_2: 4 / 4
Power and IR drop assume default switching activity.
