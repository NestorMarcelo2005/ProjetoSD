==> /design/flow/design.v <==
module bin2bcd(
   input [13:0] bin,
   output reg [15:0] bcd
   );
integer i;
always @(bin) begin
    bcd=0;		 	
    for (i=0;i<14;i=i+1) begin				
        if (bcd[3:0] >= 5) bcd[3:0] = bcd[3:0] + 3;		
	if (bcd[7:4] >= 5) bcd[7:4] = bcd[7:4] + 3;
	if (bcd[11:8] >= 5) bcd[11:8] = bcd[11:8] + 3;
	if (bcd[15:12] >= 5) bcd[15:12] = bcd[15:12] + 3;
	bcd = {bcd[14:0],bin[13-i]};				
    end
end
endmodule
==> /design/flow/run.sh <==
#!/bin/bash
# OpenROAD 26Q1-2900-gdf79404cd8, Yosys 0.63+post, stock flow scripts
make -C /OpenROAD-flow-scripts/flow DESIGN_CONFIG=/design/flow/config.mk WORK_HOME=/design/flow/orfs finish
==> /design/flow/config.mk <==
export PLATFORM = sky130hd
export DESIGN_NAME = bin2bcd
export DESIGN_NICKNAME = bin2bcd
export VERILOG_FILES = /design/flow/design.v
export SDC_FILE = /design/flow/constraint.sdc
export NUM_CORES = 4
export LEC_CHECK = 1
export CORE_AREA = 10 10 98 98
export DIE_AREA = 0 0 108 108
==> /design/flow/constraint.sdc <==
current_design bin2bcd

set clk_period 15.8
set clk_io_pct 0.2

create_clock -name clk0 -period $clk_period

set non_clock_inputs [all_inputs -no_clocks]
set_input_delay [expr $clk_period * $clk_io_pct] -clock clk0 $non_clock_inputs
set_output_delay [expr $clk_period * $clk_io_pct] -clock clk0 [all_outputs]
==> reports/results.env <==
OUTCOME='finished clean'
TOP_LEVEL_PORTS=30
FINALMAXSLEWVIOLATIONS=0
SETUP_VIOLS_FINAL=0
AREA_LEADERS='ha_1, mux2i_1, nor2_1'
WIRE_LENGTH_OF_THE_FIRST_GLOBAL_ROUTING_PASS_UM=17050
SEQCELLAREA_UM2=0
SYNTH_DOMINANT_CELL_COUNT='nor2_1'
DIODE_INSERTION_COUNT_FOR_ANTENNA_REPAIR=0
ANTENNA_FOUND_INITIAL=0
FP.DIEAREA_UM2=11660
FIRST_GLOBAL_VIAS=3814
ROUTE.VIAS.TOTAL=4515
WORST_PATH_DOMINANT_CELL_FAMILY='AND-OR/OR-AND gates'
COMMON_CELLS='nor2_1, nand2_1, a21oi_1, inv_1, o21ai_0'
AREA_GROWTH_SYN_TO_LAYOUT_PCT=24.17
WORST-ENDPOINT-REQUIRED_NS=12.64
CAP_VIOLATIONS=0
DR.PASS1.ITERS=4
MIN-DELAY-PATH-CLASS='input pin to primary output'
FINALWEIGHTEDCONGESTION=0.9219
INITIAL_UTILIZATION_PCT=52.00
DETAIL_ROUTE.ITER0.VIOLATIONS=267
DRC=0
CP_ENDPOINT_KIND='primary output'
WORST_PATH_LARGEST_CELL_DELAY_NS=0.53
DIE_WIDTH_UM=108
POST_DRT_WL_PER_CELL_UM=14.52
TIMING_WORST_SLEW_PIN_VALUE_NS=0.7480
FINAL.CLKBUF_COUNT=0
DRT_WL_TOTAL_UM=10530
WORST-ENDPOINT-ARRIVAL_NS=12.16
GRT.TOTAL_USAGE_PCT=16.30
SYNTH_CELLS=567
AREA_SHARE_OF_THE_LARGEST_CELL_TYPE_AFTER_SYNTHESIS_PCT=7.237
CORE.ROWCOUNT=32
CRIT_FANOUT=11
SYNTH_AREA_PER_CELL_UM2=7.013
GRT_MAX_DEGREE=23
LIBRARY_CELL_WITH_THE_LARGEST_SUMMED_AREA_AFTER_SYNTHESIS='ha_1'
SLEW_HEADROOM_PCT=49.98
SYNTHESIS.AREA_UM2=3976
FINALWORSTPATHREQUIREDPERIOD_NS=15.32
AVGVIACOUNTPERCELL=6.228
TIMING.FINAL.CRIT_SHARE_PCT=96.95
WORST_PATH_MAX_DELAY_CELL='or4_4'
MAXCLOCKFREQUENCY_GHz=0.06528
LAYOUT-DRIVE-GT1-SHARE_PCT=25.52
HOLD_VIOL_FINAL=0
TOOL_WARNINGS=38
TIMING_WORST_SETUP_PATH_TYPE='input pin to primary output'
DIE-HEIGHT_UM=108
YS_SEQ_SHARE_PCT=0
NUMBER_OF_DISTINCT_LIBRARY_CELLS_AFTER_SYNTHESIS=104
DESIGN.SEQ.COUNT=0
NUMBER_OF_BUFFERS_ADDED_TO_FIX_HOLD_VIOLATIONS_AFTER_CTS=0
CORE_REGION_AREA_UM2=7647
POSTROUTEANTENNANETS=0
YOSYS_CELLS=567
POST_LAYOUT_NONFILLER_INSTANCES=725
PLACED_CELL_COUNT=692
CRIT_TOP_CELL='ha_1'
CRITICAL_PATH.STARTPOINT_TYPE='input pin'
YOSYS_WARNINGS=1
PORT_BUFFERS=28
HPWL_UM=7650
TIMING.CRITICAL_PATH.BUF_INV=11
GR-TOTAL-OVERFLOW=0
YOSYSCHIPAREA_UM2=3976
cell type report:
class | instances | area [um^2]
Fill cell | 668 | 2710
Inverter | 34 | 132.6
Multi-Input combinational cell | 505 | 3966
Tap cell | 102 | 127.6
Timing Repair Buffer | 84 | 710.7
kinds of logic after synthesis:
| family | after synthesis | synth area share, % |
|---|---|---|
| AND-OR/OR-AND | 228 | 44.78 |
| buffers and inverters | 62 | 7.048 |
| XOR/XNOR | 21 | 6.199 |
| adder cells (fa/ha/maj) | 25 | 7.772 |
| AND/OR/NAND/NOR | 198 | 25.20 |
| multiplexers | 33 | 8.999 |
per-layer routing:
metal	global-route usage, %	share of wire (%)
met1	24.30	51
met3	0.4819	2.8
met4	0.6679	0.26
met2	26.81	46
met5	0	0
cell usage in the layout, fill, tap and decap left out, types with 11 or more instances in the layout:
master	Yosys	layout
nand2_1	41	40
a21oi_1	36	34
o21ai_0	24	24
nor3_1	16	16
buf_4	1	54
nand3_1	17	17
xnor2_1	12	11
o211ai_1	13	13
ha_1	23	13
nor2_1	58	56
inv_1	29	25
clkdlybuf4s50_1	0	27
mux2i_1	22	20
worst paths after layout:
check                   start      end  slack, ns  cells past startpoint
worst min-delay path   bin[0]   bcd[0]       6.32                      0
worst max-delay path  bin[12]  bcd[14]       0.48                     47
timing repair:
| item | 4_1_cts | 5_1_grt |
|---|---|---|
| setup buffers | 2 | 31 |
| hold endpoints to repair | 0 | 0 |
| gates resized | 7 | 51 |
| setup endpoints to repair | 8 | 11 |
| pin swaps | 0 | 29 |
per-stage QoR:
stage	setup TNS, ns	utilization, %	hold WS, ns	worst slack [ns]	instance area, um^2
2_1_floorplan	0	-	6.349	0.9075	3976
3_3_place_gp	-0.04260	57.66	6.320	-0.04231	4409
3_5_place_dp	-0.9978	57.66	6.320	-0.2103	4409
4_1_cts	0	58.49	6.320	0.04137	4473
5_1_grt	-0.7988	64.56	6.320	-0.1746	4937
6_report	0	64.56	6.320	0.4815	4937
