==> design.v <==
`timescale 1ns / 1ps
module centimospaeuros (
    input [13:0] centimos,
    output reg [13:0] euros_inteiro,
	 output reg [13:0] eurosfracao
);
	always @ (*) begin
		euros_inteiro = centimos /100; 
		eurosfracao = (centimos%100);
	end
endmodule
==> run.sh <==
#!/bin/bash
# OpenROAD 26Q1-2900-gdf79404cd8, Yosys 0.63+post, stock flow scripts
make -C /OpenROAD-flow-scripts/flow DESIGN_CONFIG=/design/flow/config.mk WORK_HOME=/design/flow/orfs finish
==> config.mk <==
export PLATFORM = sky130hd
export DESIGN_NAME = centimospaeuros
export DESIGN_NICKNAME = centimospaeuros
export VERILOG_FILES = /design/flow/design.v
export SDC_FILE = /design/flow/constraint.sdc
export NUM_CORES = 4
export LEC_CHECK = 1
export CORE_AREA = 10 10 75 75
export DIE_AREA = 0 0 85 85
==> constraint.sdc <==
current_design centimospaeuros

set clk_period 17.6
set clk_io_pct 0.2

create_clock -name clk0 -period $clk_period

set non_clock_inputs [all_inputs -no_clocks]
set_input_delay [expr $clk_period * $clk_io_pct] -clock clk0 $non_clock_inputs
set_output_delay [expr $clk_period * $clk_io_pct] -clock clk0 [all_outputs]
==> job_summary.md <==
## PnR job results

| Metric | Value |
|---|---|
| Worst Path Buf+Inv | `3` |
| CP top delay family | `AND-OR/OR-AND gates` |
| IO Count | `approximately 42` |
| P_sw | `0.1533 mW` |
| Ant. Diodes | `0` |
| Synth Seq Share | `0` |
| Worst path depth | `25` |
| CP startpoint kind | `input port` |
| Worst IR Drop VDD | `0.1334 mV` |
| Die width | `85 um` |
| Total grt overflow | `0` |
| CP arrival | `10970 ps` |
| Setup crit end | `eurosfracao[11]` |
| 1st-pass router iterations | `5` |
| Cell Type Count | `100` |
| Gpl congestion | `0.9276` |
| Chip area | `0.007225 sq mm` |
| Reg power frac | `0` |
| First-pass GRT wire length | `11.43 mm` |
| Share of cells above drive strength 1 | `0.1272` |
| Hold Path Cell Cnt | `2` |
| Dominant cell area share | `0.04649` |
| Final WL | `6.719 mm` |
| Residual DRC | `0` |
| Worst Tran Pin Value | `698.5 ps` |
| Tool warnings | `34` |
| Leak | `0.9098 nW` |
| YS warnings | `1` |
| Final setup fails | `0` |
| Setup CP Type | `in -> out` |
| Main area contributors | `nor2_1, xnor2_1, nand2_1` |
| Combinational share of power | `1.000` |
| Gr busiest metal | `met2` |
| Synth top cell by count | `nor2_1` |
| Total track usage | `0.1782` |
| Unrepaired setup endpoints after global routing | `false` |
| Final setup TNS | `0 ps` |
| Max cap viols | `0` |
| Worst Setup SP | `centimos[10]` |
| Std-Cell Rows | `23` |
| Sw Ratio | `0.5042` |
| Post CTS Setup Buffer Count | `0` |
| Post-cts sizing count | `0` |
| Avg Cell Area, Syn | `7.021 sq um` |
| ANT nets after route | `0` |
| Design area | `0.002560 sq mm` |
| P per Cell Area | `118.8 mW/mm^2` |
| Largest net degree at the start of global routing | `19` |
| Vertical die size | `85 um` |
| Outcome | `completed` |
| CP endpoint kind | `primary output` |
| GR Util met1 | `0.2584` |
| Core area | `about 0.004 sq mm` |
| Reg area | `0 sq um` |
| Internal power | `about 0.15 mW` |
| Met2 Use GR | `0.2745` |
| Via density | `6.639` |
| CP required | `14080 ps` |
| Leading area contributor after synthesis | `nor2_1` |
| Slowest cell on the critical path | `clkdlybuf4s50_1` |
| Post-DP HPWL | `5.306 mm` |
| Slew Viols, Final | `0` |
| Final Cycle Share | `0.8235` |
| Met3 Use GR | `0.04239` |
| Initial antenna violation count | `0` |
| Synth-to-layout area growth | `13.23%` |
| Vias | `2576` |
| Seq Cell Count | `0` |
| Top cells by count, synth | `nor2_1, nand2_1, a21oi_1` |
| Hold crit path type | `in -> out` |
| Fin. Hold Viols | `0` |
| Yosys Instances | `322` |
| Max frequency | `a little under 70 MHz` |
| Init Core Util | `0.5572` |
| Placed cell areas | `0.002560 sq mm` |
| Synthesized cell area | `0.002261 sq mm` |
| CP max FO | `17` |
| Yosys Chip Area | `~0.0023 sq mm` |
| CTS Hold Bufs | `0` |
| Tmin final | `between 10000 and 15000 ps` |
| Port bufs | `36` |
| WL/cell | `17.32 um` |
| Iteration-0 DRC count of the detailed router | `between 150 and 200` |
| Slew headroom | `0.5284` |
| Clock buf count | `0` |
| CP max stage delay | `690 ps` |
| Clock share of power | `0` |
| Syn Inst Count | `322` |
| Vias in the first global route | `approximately 2400` |
[stage by stage]
| stage | power, mW | setup slack, ps | util | hold slack, ps | cells |
|---|---|---|---|---|---|
| floorplan | 0.1971 | 5441 | - | 7069 | 327 |
| global placement | 0.3038 | 3299 | 0.6309 | 7935 | 388 |
| detailed placement | 0.3013 | 3295 | 0.6309 | 7923 | 388 |
| CTS | 0.3041 | 3284 | 0.6309 | 7931 | 388 |
| global route | 0.3370 | 2617 | 0.6309 | 7961 | 388 |
| finish | 0.3040 | 3107 | 0.6309 | 7915 | 388 |
[placed cells by master (no fill, tap or decap), types with 4 or more instances in the layout]
master	instances
nand3_1	14
xnor2_1	12
nor2_1	28
clkdlybuf4s50_1	36
conb_1	6
and3_1	6
a21oi_1	17
nand4_1	4
o211ai_1	7
a211oi_1	5
a31oi_1	6
nand2_1	24
a211o_1	4
nor3_1	9
inv_1	16
o21ai_0	9
mux2i_1	6
and2_1	4
o2111ai_1	7
o21ai_1	6
o31ai_1	4
[cell type report]
cell class                 instances  area, sq um
fill                             382         1498
inverter                          18        67.56
multi-input combinational        283         2062
tap                               50        62.56
timing repair buffer              37        367.9
[power groups by stage]
| stage | clock (mW) | sequential [mW] | combinational [mW] |
|---|---|---|---|
| 4_1_cts | 0 | 0 | 0.304 |
| 5_1_grt | 0 | 0 | 0.337 |
| 6_report | 0 | 0 | 0.304 |
[cells by family (layout without fill, tap and decap cells)]
| group | after synthesis | count (layout) | share of synthesized area |
|---|---|---|---|
| compound gates | 126 | 126 | 0.4682 |
| simple gates | 122 | 122 | 0.3049 |
| buf+inv | 44 | 55 | 0.09629 |
| xor+xnor | 15 | 15 | 0.06143 |
| mux | 10 | 10 | 0.04759 |
| fa+ha+maj | 4 | 4 | 0.01992 |
| other cells | 1 | 6 | 0.001659 |
[per-layer routing]
metal | vias to the layer above | wire length (um) | part of all wire
met4 | 0 | 0 | 0
met1 | 1200 | 3294 | 0.49
met3 | 0 | 518 | 0.077
li1 | 1290 | - | -
met2 | 86 | 2906 | 0.43
met5 | - | 0 | 0
[worst min-delay path by stage]
stage,start,endpoint,slack [ps]
6_report,centimos[1],eurosfracao[1],7920
5_1_grt,centimos[0],eurosfracao[0],7960
4_1_cts,centimos[0],eurosfracao[0],7930
Power and IR drop assume default switching activity.
